## ./design.v

```verilog
module machine (
    input wire clk,
    input wire reset,
    input wire changes,
    output reg [1:0] state
);
parameter state_data_IN = 2'b00;
parameter state_data_BUFF = 2'b01;
parameter state_data_OUT = 2'b10;
reg [1:0] current_state, next_state;
always@(posedge clk) begin 
    if (reset)
        current_state <= state_data_IN;
    else
        current_state <= next_state;
end 
always @(*) begin
    next_state = current_state;
    case (current_state)
        state_data_IN: if (changes) begin
                        next_state = state_data_BUFF;
                        end
        state_data_BUFF: if (changes) begin
                        next_state = state_data_OUT;
                        end
        state_data_OUT: if (changes) begin
                        next_state = state_data_BUFF;
                        end
        default: if (changes) begin
                next_state=current_state;
                end
    endcase
end
always@(posedge clk) begin 
    if (reset)
        state <= state_data_IN;
    else
        state <= current_state;
end 
endmodule
module neural_network (
    input wire clk,
    input wire reset,
    input wire changes,
    input wire [1:0] selector_output,
    input wire [7:0] data_in,
    output wire [7:0] network_outputs
);
wire [1:0] state;
wire [7:0] neuron_input0, neuron_input1, neuron_input2, neuron_input3;
wire [7:0] neuron0_output, neuron1_output, neuron2_output, neuron3_output;
wire [7:0] w00, w01, w02, w03, b0, th0;
wire [7:0] w10, w11, w12, w13, b1, th1;
wire [7:0] w20, w21, w22, w23, b2, th2;
wire [7:0] w30, w31, w32, w33, b3, th3;
machine machine_inst (
    .clk(clk),
    .reset(reset),
    .changes(changes),
    .state(state)
);
shift_register_inputs shift_reg_inst (
    .clk(clk),
    .rstn(reset),
    .data_in(data_in),
    .selector(state),
    .selector_output(selector_output),
    .neuron0_output(neuron0_output),
    .neuron1_output(neuron1_output),
    .neuron2_output(neuron2_output),
    .neuron3_output(neuron3_output),
    .neuron_input0(neuron_input0),
    .neuron_input1(neuron_input1),
    .neuron_input2(neuron_input2),
    .neuron_input3(neuron_input3),
    .network_outputs(network_outputs)
);
perceptron perceptron0 (
    .in0(neuron_input0),
    .in1(neuron_input1),
    .in2(neuron_input2),
    .in3(neuron_input3),
    .weight0(w00),
    .weight1(w01),
    .weight2(w02),
    .weight3(w03),
    .bias(b0),
    .threshold(th0),
    .out(neuron0_output)
);
perceptron perceptron1 (
    .in0(neuron_input0),
    .in1(neuron_input1),
    .in2(neuron_input2),
    .in3(neuron_input3),
    .weight0(w10),
    .weight1(w11),
    .weight2(w12),
    .weight3(w13),
    .bias(b1),
    .threshold(th1),
    .out(neuron1_output)
);
perceptron perceptron2 (
    .in0(neuron_input0),
    .in1(neuron_input1),
    .in2(neuron_input2),
    .in3(neuron_input3),
    .weight0(w20),
    .weight1(w21),
    .weight2(w22),
    .weight3(w23),
    .bias(b2),
    .threshold(th2),
    .out(neuron2_output)
);
perceptron perceptron3 (
    .in0(neuron_input0),
    .in1(neuron_input1),
    .in2(neuron_input2),
    .in3(neuron_input3),
    .weight0(w30),
    .weight1(w31),
    .weight2(w32),
    .weight3(w33),
    .bias(b3),
    .threshold(th3),
    .out(neuron3_output)
);
register_parameters reg_params_inst (
    .clk(clk),
    .reset(reset),
    .data_in(data_in),
    .selector(state),
    .th3(th3),
    .b3(b3),
    .w33(w33),
    .w32(w32),
    .w31(w31),
    .w30(w30),
    .th2(th2),
    .b2(b2),
    .w23(w23),
    .w22(w22),
    .w21(w21),
    .w20(w20),
    .th1(th1),
    .b1(b1),
    .w13(w13),
    .w12(w12),
    .w11(w11),
    .w10(w10),
    .th0(th0),
    .b0(b0),
    .w03(w03),
    .w02(w02),
    .w01(w01),
    .w00(w00)
);
endmodule
module perceptron(
    input [7:0] in0,
    input [7:0] in1,
    input [7:0] in2,
    input [7:0] in3,
    input [7:0] weight0,  
    input [7:0] weight1,
    input [7:0] weight2,
    input [7:0] weight3,
    input [7:0] bias,
    input [7:0] threshold,
    output reg [7:0] out
);
reg [7:0] sum_p;
reg [7:0] res;
always@(*)
begin
    sum_p=in0*weight0+in1*weight1+in2*weight2+in3*weight3+bias;
    res = sum_p - threshold;
    if (res[7])
        out = 8'b00000000;
    else
        out = sum_p;
end
endmodule
module shift_register_inputs(
    input clk,rstn,
    input [7:0] data_in,
    input [1:0] selector,   
    input [1:0] selector_output,
    input [7:0] neuron0_output,  
    input [7:0] neuron1_output,  
    input [7:0] neuron2_output,  
    input [7:0] neuron3_output,  
    output reg [7:0] neuron_input0,  
    output reg [7:0] neuron_input1,  
    output reg [7:0] neuron_input2,  
    output reg [7:0] neuron_input3,  
    output reg [7:0] network_outputs
);
always@(posedge clk)
begin
    if(rstn) 
    begin
        neuron_input0 <= 8'b00000000;
        neuron_input1 <= 8'b00000000;
        neuron_input2 <= 8'b00000000;
        neuron_input3 <= 8'b00000000;
        network_outputs <= 8'b00000000;
    end
    else
    begin
        case(selector)
            2'b00   :   begin                                    
                            neuron_input0 <= data_in;            
                            neuron_input1 <= neuron_input0;
                            neuron_input2 <= neuron_input1;
                            neuron_input3 <= neuron_input2;
                        end
            2'b01   :   begin
                            neuron_input0 <= neuron_input0;
                            neuron_input1 <= neuron_input1;
                            neuron_input2 <= neuron_input2;
                            neuron_input3 <= neuron_input3;
                        end
            2'b10   :   begin
                            neuron_input0 <= neuron0_output;
                            neuron_input1 <= neuron1_output;
                            neuron_input2 <= neuron2_output;
                            neuron_input3 <= neuron3_output;
                        end
            default :   begin                                
                            neuron_input0 <= neuron_input0;
                            neuron_input1 <= neuron_input1;
                            neuron_input2 <= neuron_input2;
                            neuron_input3 <= neuron_input3;
                        end
        endcase
    end
    begin
        case(selector_output)
            2'b00   :   begin  
                            network_outputs <= neuron_input0;
            end 
            2'b01   :   begin  
                            network_outputs <= neuron_input1;
            end 
            2'b10   :   begin  
                            network_outputs <= neuron_input2;
            end 
            2'b11   :   begin  
                            network_outputs <= neuron_input3;
            end 
            default: begin
                    network_outputs <= network_outputs;
            end
        endcase
    end
end
endmodule
module register_parameters(
    input wire clk,
    input wire reset,
    input wire [7:0] data_in,
    input [1:0] selector,
    output reg [7:0] th3,
    output reg [7:0] b3,
    output reg [7:0] w33,
    output reg [7:0] w32,
    output reg [7:0] w31,
    output reg [7:0] w30,
    output reg [7:0] th2,
    output reg [7:0] b2,
    output reg [7:0] w23,
    output reg [7:0] w22,
    output reg [7:0] w21,
    output reg [7:0] w20,
    output reg [7:0] th1,
    output reg [7:0] b1,
    output reg [7:0] w13,
    output reg [7:0] w12,
    output reg [7:0] w11,
    output reg [7:0] w10,
    output reg [7:0] th0,
    output reg [7:0] b0,
    output reg [7:0] w03,
    output reg [7:0] w02,
    output reg [7:0] w01,
    output reg [7:0] w00
);
always @(posedge clk)
begin
    if (reset) begin
    w00<=8'd0;
    w01<=8'd0;
    w02<=8'd0;
    w03<=8'd0;
    b0<=8'd0;
    th0<=8'd0;
    w10<=8'd0;
    w11<=8'd0;
    w12<=8'd0;
    w13<=8'd0;
    b1<=8'd0;
    th1<=8'd0;
    w20<=8'd0;
    w21<=8'd0;
    w22<=8'd0;
    w23<=8'd0;
    b2<=8'd0;
    th2<=8'd0;
    w30<=8'd0;
    w31<=8'd0;
    w32<=8'd0;
    w33<=8'd0;
    b3<=8'd0;
    th3<=8'd0;
    end
    else begin
        case(selector)
            2'b00   :   begin 
                        w00<=w00;
                        w01<=w01;
                        w02<=w02;
                        w03<=w03;
                        b0<=b0;
                        th0<=th0;
                        w10<=w11;
                        w11<=w11;
                        w12<=w12;
                        w13<=w13;
                        b1<=b1;
                        th1<=th1;
                        w20<=w21;
                        w21<=w21;
                        w22<=w22;
                        w23<=w23;
                        b2<=b2;
                        th2<=th2;
                        w30<=w31;
                        w31<=w31;
                        w32<=w32;
                        w33<=w33;
                        b3<=b3;
                        th3<=th3;
                        end
            2'b01   :   begin 
                        w00<=w01;
                        w01<=w02;
                        w02<=w03;
                        w03<=b0;
                        b0<=th0;
                        th0<=w10;
                        w10<=w11;
                        w11<=w12;
                        w12<=w13;
                        w13<=b1;
                        b1<=th1;
                        th1<=w20;
                        w20<=w21;
                        w21<=w22;
                        w22<=w23;
                        w23<=b2;
                        b2<=th2;
                        th2<=w30;
                        w30<=w31;
                        w31<=w32;
                        w32<=w33;
                        w33<=b3;
                        b3<=th3;
                        th3<=data_in;
                        end
            2'b10   :   begin 
                        w00<=w00;
                        w01<=w01;
                        w02<=w02;
                        w03<=w03;
                        b0<=b0;
                        th0<=th0;
                        w10<=w11;
                        w11<=w11;
                        w12<=w12;
                        w13<=w13;
                        b1<=b1;
                        th1<=th1;
                        w20<=w21;
                        w21<=w21;
                        w22<=w22;
                        w23<=w23;
                        b2<=b2;
                        th2<=th2;
                        w30<=w31;
                        w31<=w31;
                        w32<=w32;
                        w33<=w33;
                        b3<=b3;
                        th3<=th3;
                        end
            default :   begin 
                        w00<=w00;
                        w01<=w01;
                        w02<=w02;
                        w03<=w03;
                        b0<=b0;
                        th0<=th0;
                        w10<=w11;
                        w11<=w11;
                        w12<=w12;
                        w13<=w13;
                        b1<=b1;
                        th1<=th1;
                        w20<=w21;
                        w21<=w21;
                        w22<=w22;
                        w23<=w23;
                        b2<=b2;
                        th2<=th2;
                        w30<=w31;
                        w31<=w31;
                        w32<=w32;
                        w33<=w33;
                        b3<=b3;
                        th3<=th3;
                        end
            endcase
    end
end
endmodule
```

## ./config.mk

```make
export PLATFORM = sky130hd
export DESIGN_NAME = neural_network
export DESIGN_NICKNAME = neural_network
export VERILOG_FILES = /design/flow/design.v
export SDC_FILE = /design/flow/constraint.sdc
export NUM_CORES = 4
export LEC_CHECK = 1
export CORE_UTILIZATION = 30
```

## ./run.sh

```bash
#!/bin/bash
# OpenROAD 26Q1-2900-gdf79404cd8, Yosys 0.63+post, stock flow scripts
make -C /OpenROAD-flow-scripts/flow DESIGN_CONFIG=/design/flow/config.mk WORK_HOME=/design/flow/orfs finish
```

## ./constraint.sdc

```tcl
current_design neural_network

set clk_period 9.0
set clk_io_pct 0.2

create_clock -name clk0 -period $clk_period [get_ports {clk}]

set non_clock_inputs [all_inputs -no_clocks]
set_input_delay [expr $clk_period * $clk_io_pct] -clock clk0 $non_clock_inputs
set_output_delay [expr $clk_period * $clk_io_pct] -clock clk0 [all_outputs]
```

==> ci_impl_report.md <==
## Implementation flow summary

| Metric | Value |
|---|---|
| Status | finished clean |
| Die W | 297 µm |
| Syn_area_per_cell | 8.45 µm² |
| DR vias | 19200 |
| Register area share after synthesis | 18.1% |
| Synth Cell Area | 0.0261 mm² |
| Core utilization at floorplan | 30.5% |
| Pwr dens | 88.0 mW/mm² |
| Total CTS buffers | 28 |
| Largest net degree at the start of global routing | 68 |
| Worst-margin pin slew | 0.869 ns |
| Late-Pin Clk Latency | 0.58 ns |
| # Post-CTS Setup Buffers | 0 |
| Routed wire length | 74.6 mm |
| CTS tree | done |
| Post-Route Setup TNS | 0 ns |
| Top cells excl fill/tap | nand2_1, inv_1, fa_1 |
| Tcrit/Tclk final | 85.7% |
| Top Metal Used | met4 |
| Max-cap violations | 0 |
| Clock skew | 0.00995 ns |
| FF-to-FF Start | shift_reg_inst.neuron_input3[2]$_SDFFE_PP0P_ |
| Yosys reg bits | 236 |
| Endpoints failing setup | 0 |
| CTS Hold Bufs | 0 |
| Residual DRC | 0 |
| DR iter-0 viols | 1154 |
| Clock root buffer | clkbuf_16 |
| Post_cts resized | 0 |
| Clock transition at the registers of the reported paths | 0.06 ns |
| First-pass GRT wire length | 117 mm |
| Worst Setup Path Type | flip-flop to flip-flop |
| 1st-pass router iterations | 5 |
| Area leader, netlist | fa_1 |
| GRT overflow | 0 |
| Crit. Startpoint | shift_reg_inst.neuron_input3[2]$_SDFFE_PP0P_ |
| Post-DP HPWL | 55.9 mm |
| VDD IR max | 148 µV |
| DRT met1 WL | 31.4 mm |
| WP data required | 9.50 ns |
| Vias in the first global route | 19400 |
| CTS max path bufs | 3 |
| Dpl cells | 4136 |
| Top cells by area | fa_1, dfxtp_1, ha_1, nand2_1, inv_1 |
| Number of antenna diodes | 0 |
| Worst hold start | reg_params_inst.w00[7]$_SDFFE_PP0N_ |
| Die area | 0.0882 mm² |
| CP max FO | 17 |
| Final ANT Viol Nets | 0 |
| Share of cells above drive strength 1 | 4.08% |
| Overall Global Routing Usage | 17.9% |
| Post-Synthesis Cells | 3091 |
| RePlAce Congestion | 0.978 |
| Async set-reset flop share out of synthesis | 0% |
| RSZ-0062 raised after global routing | no |
| Tmin final | 7.71 ns |
| Core ar. | 0.0857 mm² |
| LEAKAGE | 0.0121 µW |
| Final Hold Vio Count | 0 |
| Cell Type Count | 44 |
| Hold slack | 0.462 ns |
| # IOs | 21 |
| Non-Filler Instances | 4186 |
| Yosys synthesis warning count | 4 |
| Routed len/inst | 17.8 µm |
| Crit end category | flip-flop |
| Commonest Layout Cell | nand2_1 |
| Min-delay worst type | flip-flop to flip-flop |
| Met2 wire len | 32.2 mm |
| WL met3 | 8.45 mm |
| CP arrival | 8.21 ns |
| Yosys cell count | 3091 |
| Die Ht | 297 µm |
| Number of enable flip-flop cells | 0 |
| Fillers | 8920 |
| Clock sinks | 236 |
| H-tree depth | 1 |
| Yosys stat area | 0.0261 mm² |
| Tool warnings | 25 |
| Largest type area fraction | 23.9% |
| Synth-to-Final Area Change | 8.50% |
| Vias/cell | 4.59 |
| Dominant flop cell | dfxtp_1 |
| Final Slew Violations | 0 |
| CP Launch Type | flip-flop |
| Max-Slew Margin vs Limit | 41.9% |
| Initial antenna violation count | 0 |
| Cell Rows | 107 |
| Fmax achieved | 130 MHz |
| Port buffer count | 20 |
report_power, final:
part / total [µW] / internal [µW] / switching (µW)
clock: 1200 / 689 / 509
combinational: 204 / 51.9 / 152
sequential: 1090 / 1060 / 32.9
total: 2490 / 1800 / 694
path summary, 6_finish.rpt:
check                                                                    end  slack (ns)  cells after the start
worst max-delay path            shift_reg_inst.neuron_input2[1]$_SDFFE_PP0P_        1.29                     21
worst min-delay path                     reg_params_inst.w00[7]$_SDFFE_PP0N_        0.46                      2
worst max register to register  shift_reg_inst.neuron_input2[1]$_SDFFE_PP0P_        1.29                     21
worst min register to register           reg_params_inst.w00[7]$_SDFFE_PP0N_        0.46                      2
metal layers:
metal  vias to the layer above  global-route usage [%]
met5                         -                       0
met4                         0                    4.68
met3                       132                    7.12
met2                       692                    26.4
met1                      9216                    24.9
li1                       9187                       -
layout make-up:
class                   count  area, µm²  area share, %
clock buffers              33        761           2.69
clock inverters            17        179          0.632
inverters                 508       1910           6.73
multi-input cells        2181      18800           66.3
flip-flops and latches    236       4730           16.7
well taps                1144       1430           5.05
repair buffers             67        557           1.97
worst max-delay path, stage by stage, from the launching register on:
cell and delay (ns):
dfxtp_1 0.66, buf_4 0.41, nand2_1 0.13, fa_1 0.57, fa_1 0.44, fa_1 0.54, inv_1 0.05, fa_1 0.48
fa_1 0.58, fa_1 0.43, fa_1 0.49, inv_1 0.06, fa_1 0.47, inv_1 0.04, ha_1 0.31, a21oi_1 0.19
xnor2_1 0.13, ha_1 0.32, or4b_2 0.61, a31oi_2 0.37, o21ai_1 0.12, a211oi_1 0.22
stage by stage:
| stage | power (µW) | cell area [µm²] | utilization [%] | worst slack, ns |
|---|---|---|---|---|
| after floorplan | 1210 | 26100 | - | 1.89 |
| after global placement | 1310 | 27400 | 32.0 | 1.39 |
| after detailed placement | 1310 | 27400 | 32.0 | 1.36 |
| after CTS | 2510 | 28300 | 33.1 | 1.32 |
| after global routing | 2560 | 28300 | 33.1 | 0.932 |
| final | 2490 | 28300 | 33.1 | 1.29 |
cell usage after synthesis (2+ instances only):
cell       count
a21o_1        17
nor3_1        19
a211oi_1      10
o21ai_0        4
buf_2         25
nor2b_1       28
buf_6          4
nand3_1        4
clkbuf_1     119
nor2b_4        2
o21bai_1       3
xor2_1        46
xnor3_1       10
nor3b_1        7
nand2b_1       9
a21oi_1      234
xnor2_2        7
ha_1         280
buf_4         10
inv_1        508
clkbuf_2       3
mux4_2         8
o21ai_1        7
fa_1         312
xnor2_1      197
a31o_1         3
nand2_1      637
dfxtp_1      236
nor2_1        46
and2_1       276
o2bb2ai_1      3
buf_1          5
cells by family after synthesis:
logic type | Yosys count | synth area share [%]
compound gates | 286 | 5.95
xor+xnor | 262 | 9.60
fa+ha+maj | 592 | 37.3
buf+inv | 674 | 10.1
flops | 236 | 18.1
mux | 8 | 0.690
simple gates | 1033 | 18.2
Power and IR drop assume default switching activity.
